==> ./design.v <==
`timescale 1ns / 1ps
module barallel_shifter(
  input [7:0] in,
  input [2:0] select_line,
  output [7:0] out,
  input left_rot
);
  genvar i;
  generate
    for (i = 0; i < 8; i = i + 1) begin : rotate_loop
      wire [7:0] rotated_input;
      assign rotated_input = (left_rot==1'b0)?
      { in[(i+7)%8],
        in[(i+6)%8],
        in[(i+5)%8],
        in[(i+4)%8],
        in[(i+3)%8],
        in[(i+2)%8],
        in[(i+1)%8],
        in[(i+0)%8]
      }:
      { in[(i+1)%8],
        in[(i+2)%8],
        in[(i+3)%8],
        in[(i+4)%8],
        in[(i+5)%8],
        in[(i+6)%8],
        in[(i+7)%8],
        in[(i+0)%8]
      }
      ;
      MUX8X1 calling (
        .MUX_in(rotated_input),
        .MUX_SL(select_line),
        .MUX_out(out[i])
      );
    end
  endgenerate
endmodule
module MUX8X1 (
  input [7:0] MUX_in,
  input [2:0] MUX_SL,
  output MUX_out
);
  assign MUX_out = MUX_in[MUX_SL];
endmodule
==> ./run.sh <==
#!/bin/bash
# OpenROAD 26Q1-2900-gdf79404cd8, Yosys 0.63+post, stock flow scripts
make -C /OpenROAD-flow-scripts/flow DESIGN_CONFIG=/design/flow/config.mk WORK_HOME=/design/flow/orfs finish
==> ./config.mk <==
export PLATFORM = sky130hd
export DESIGN_NAME = barallel_shifter
export DESIGN_NICKNAME = barallel_shifter
export VERILOG_FILES = /design/flow/design.v
export SDC_FILE = /design/flow/constraint.sdc
export NUM_CORES = 4
export LEC_CHECK = 1
export CORE_AREA = 10 10 70 70
export DIE_AREA = 0 0 80 80
==> ./constraint.sdc <==
current_design barallel_shifter

set clk_period 2.2
set clk_io_pct 0.2

create_clock -name clk0 -period $clk_period

set non_clock_inputs [all_inputs -no_clocks]
set_input_delay [expr $clk_period * $clk_io_pct] -clock clk0 $non_clock_inputs
set_output_delay [expr $clk_period * $clk_io_pct] -clock clk0 [all_outputs]
==> run summary <==
run metrics: status finished clean, Bufs and invs on worst path 3, sw frac 40.4%, Max stage delay cell, worst path o31a_1, Slew @ Worst Pin 252 ps, worst setup margin 56.9 ps, CORE AREA 0.00342 mm2, Die X 80 um, initial antenna violation count 0, top cells, area mux4_2, mux4_1, buf_4, mux2i_1, o22a_1, # diodes 0, GR Util All Layers 9.21%, Placed Cells 164, Flop area 0 um2, Distinct cells, synth 18, Crit path arrival time 1700 ps, vias in the first global route 966, largest net degree at the start of global routing 19, Avg Cell Area, Syn 9.40 um2, P_int 0.000171 W, Leak 0.521 nW, min-delay src select_line[2], yosys stat area 958 um2, Top Ports 20, Flop pwr share 0%, first-pass GRT wire length 4830 um, Post-Syn Area 958 um2, worst endpoint required time 1760 ps, antenna-violating nets left 0, startpoint types input pin, VDD IR-drop max 0.0812 mV, ys cells 102, slowest stage delay, CP 290 ps, Final Cell Area 0.00133 mm2, Rows 21, clkbuf count 0, die y size 80 um, Initial Util 28.1%, pwr dens 216 mW/mm2, crit-path cells clkdlybuf4s15_1 -> buf_4 -> mux2i_2 -> a21oi_1 -> o31a_1 -> dlygate4sd2_1, fraction of layout cells with a size suffix above 1 55.0%, Final min period 2140 ps, GP Congestion 0.845, hold-critical path depth 5, Cells after Synth 102, Worst Setup End Kind output port, Comb power frac 100.0%, # DRC 0, First-pass DRT Iterations 4, clock share of power 0%, post-DP HPWL 1930 um, final cell count without fillers 177, setup violators final 0, pre-CTS setup slack -633 ps, fill count 360, Final period util 97.4%, tool warnings 33, Post-CTS Hold Buffers 0, Avg WL per Cell 16.3 um, Routed WL 2880 um, cell taking the most area after synthesis mux4_2, DR vias/cell 5.44, unrepaired setup endpoints after global routing no, die footprint 0.00640 mm2, Yosys top cell by instances mux4_2, delay-heaviest family, CP buffers and inverters, Synth Seq Share 0%, Peak Freq 467 MHz, Rel. slew slack 83.1%, Final Max Tran Viols 0, Synth Warn # 0, Setup TNS 0 ps, Port Buf Inserts 20, Net Sw Power 0.000116 W, hold slack 1460 ps, DR iter-0 viols 76, Commonest cells post-synth mux4_2, buf_4, clkbuf_1, P&R area growth vs syn 38.4%, Post-DP Area 0.00123 mm2, Worst Path Class, Setup in2out, worst-path fanout max 3, Dominant cell area share 28.2%, Hold Crit Class in2out, FFs & Latches 0, grt ovf 0, Fin. Hold Viols 0, worst-case hold path end point out[3], Vias 963, Max-Cap Viols 0
[area by class of cell]
type               instances  area, um2  area share [%]
multi-input cells         74        778            58.7
well taps                 46       57.6            4.34
repair buffers            57        490            37.0
[layer usage]
metal / vias to the layer above / track usage, % / share of wire [%]
li1: 457 / - / -
met1: 463 / 13.2 / 42
met2: 43 / 14.8 / 51
met3: 0 / 2.05 / 7.5
met4: 0 / 0 / 0
met5: - / 0 / 0
[repair_timing]
item,in CTS,in global routing
cloned,3,0
endpoints found under the setup margin,8,8
pin swaps,6,7
buffers inserted,8,2
resized,83,12
[stage by stage]
stage | util, % | total power [W]
after floorplan | - | 0.000185
after global placement | 35.9 | 0.000265
after detailed placement | 35.9 | 0.000267
after CTS | 38.4 | 0.000283
after global routing | 38.8 | 0.000314
final | 38.8 | 0.000287
[placed cells by master (no fill, tap or decap), drive strengths merged]
| master | Yosys | routed |
|---|---|---|
| o21ai | 8 | 8 |
| o31a | 8 | 8 |
| clkdlybuf4s15 | 0 | 4 |
| o22a | 8 | 8 |
| nand2b | 1 | 1 |
| a211oi | 8 | 8 |
| mux4 | 16 | 16 |
| clkbuf | 10 | 4 |
| mux2i | 8 | 8 |
| nand2 | 1 | 1 |
| nor2 | 8 | 8 |
| dlygate4sd2 | 0 | 2 |
| buf | 18 | 47 |
| a21oi | 8 | 8 |
[worst max path at each step]
| stage | from | endpoint | slack [ps] | depth (start not counted) |
|---|---|---|---|---|
| 5_1_grt | select_line[0] | out[0] | 6 | 8 |
| 6_report | left_rot | out[2] | 60 | 6 |
| 4_1_cts | select_line[0] | out[3] | -60 | 7 |
[power by group through the flow]
| stage | Sequential, W | Combinational (W) | Clock (W) |
|---|---|---|---|
| 4_1_cts | 0 | 0.000283 | 0 |
| 5_1_grt | 0 | 0.000314 | 0 |
| 6_report | 0 | 0.000287 | 0 |
[logic make-up after synthesis]
group | share of synthesized area, %
AND/OR/NAND/NOR | 4.18
multiplexers | 47.5
AND-OR/OR-AND | 29.2
buffers and inverters | 19.1
Power figures rest on the tool's default switching activity, not on a simulated workload.
