### run.sh
#!/bin/bash
# OpenROAD 26Q1-2900-gdf79404cd8, Yosys 0.63+post, stock flow scripts
make -C /OpenROAD-flow-scripts/flow DESIGN_CONFIG=/design/flow/config.mk WORK_HOME=/design/flow/orfs finish
### config.mk
export PLATFORM = sky130hd
export DESIGN_NAME = priority_encoder
export DESIGN_NICKNAME = priority_encoder
export VERILOG_FILES = /design/flow/design.v
export SDC_FILE = /design/flow/constraint.sdc
export NUM_CORES = 4
export LEC_CHECK = 1
export CORE_AREA = 10 10 70 70
export DIE_AREA = 0 0 80 80
### constraint.sdc
current_design priority_encoder

set clk_period 1.0
set clk_io_pct 0.2

create_clock -name clk0 -period $clk_period [get_ports {clk}]

set non_clock_inputs [all_inputs -no_clocks]
set_input_delay [expr $clk_period * $clk_io_pct] -clock clk0 $non_clock_inputs
set_output_delay [expr $clk_period * $clk_io_pct] -clock clk0 [all_outputs]
### design.v
`timescale 1ns / 1ps
module priority_encoder(
 input clk,
 input rst,
 input [7:0] in,
 output reg [2:0] out
    );
 parameter [7:0]
  I0 = 8'b00000001,
  I1 = 8'b0000001?,
  I2 = 8'b000001??,
  I3 = 8'b00001???,
  I4 = 8'b0001????,
  I5 = 8'b001?????,
  I6 = 8'b01??????,
  I7 = 8'b1???????;
 always @(posedge clk or posedge rst)
  if(rst)
   out <= 3'b000;
  else
   begin
    casez(in)
     I7 : out <= 3'b111;
     I6 : out <= 3'b110;
     I5 : out <= 3'b101;
     I4 : out <= 3'b100;
     I3 : out <= 3'b011;
     I2 : out <= 3'b010;
     I1 : out <= 3'b001;
     I0 : out <= 3'b000;
     default : out <= 3'b000;
    endcase
   end
endmodule
==> results.py <==
# Flow results
metrics = {
    "global_route": {
        "overflow": 0,
        "antenna_found_initial": 0,
        "grt_pass1_vias": 182,
        "grt_pass1_wl_um": 890,
        "track_usage_pct": 2.02,
        "grt_max_degree": 4,
    },
    "drt": {
        "first_pass_iters": 4,
        "drc": 0,
        "antenna_cells": 0,
        "num_vias": 157,
        "post_drt_via_cell_ratio": 2.09,
        "avgRoutedWirePerCell_um": 7.68,
        "totalWireLength_um": 576,
        "drt_iter0_drc": 21,
        "ant_nets": 0,
    },
    "layout": {
        "drive_gt1_share_pct": 20.7,
        "final_area_sq_um": 303,
        "top_regs": "out x3",
        "syn_to_final_growth_pct": 144,
        "regMostFlops": "out",
        "final_cells": 75,
        "largest_reg_flops": 3,
    },
    "floorplanning": {
        "dieArea_sq_mm": 0.00640,
        "core_sq_mm": 0.00342,
        "io_pins": 13,
        "fp_util_pct": 3.63,
        "core.rowCount": 21,
        "die_w_um": 80,
        "die_h_um": 80,
    },
    "setup_path": {
        "worstPathBufferInverterCount": 1,
        "crit_family": "flip-flops",
        "path_cells": "clkbuf_2",
        "worst_setup_path_start_kind": "flop",
        "cp_slowest_cell": "dfrtp_1",
        "cp.arrival_ps": 680,
        "critPathMaxStageDelay_ps": 360,
        "cp-startpoint": "out[1]",
        "critPathMaxFanout": 1,
        "crit_path_end": "out[1]",
        "crit_path_end_kind": "primary output",
        "crit_type": "flop to primary output",
        "crit_cells": 1,
        "crit_required_ps": 800,
    },
    "logic_synthesis": {
        "syn-cell-area_sq_um": 124,
        "yosys-stat-cells": 14,
        "yosysUniqueCellTypes": 8,
        "yosys_warnings": 8,
        "ys_area_sq_um": 124,
        "ys.flops": 3,
        "syn_area_per_cell_sq_um": 8.85,
        "ys_seq_share_pct": 60.6,
        "synth_cells": 14,
    },
    "sta": {
        "finalHoldViolations": 0,
        "rsz0062_at_grt": "no",
        "fmax_ghz": 1.13,
        "timing.slew.headroom_pct": 86.6,
        "period_needed_ps": 883,
        "whs_ps": 136,
        "fin_crit_sh_pct": 88.3,
        "tightest_slew_ps": 199,
        "setup_viol": 0,
        "setup_tns_ps": 0,
        "slew_viol_final": 0,
    },
    "clock_tree": {
        "cts_buffers": 3,
        "cts_tree": "yes",
        "cts_root_buf": "clkbuf_4",
        "clockBufferDepth": 2,
        "cts.clk_slew.worst_paths_ps": 40,
        "h-tree-depth": 1,
        "post_cts_buffers": 0,
        "cts_sinks": 3,
    },
    "run_status": {
        "outcome": "finished, final reports clean",
    },
    "power": {
        "p_per_area_mw_per_mm2": 1310,
        "power.leakage_nw": 0.112,
        "peakVddDrop_mv": 0.175,
    },
    "placement": {
        "dp.final_hpwl_um": 512,
        "gp_congestion": 0.635,
        "placed_cells": 71,
        "placedInstanceArea_sq_um": 292,
        "placement.io_buffers": 11,
    },
    "hold_path": {
        "hold_path.class": "input pin to asynchronous set/reset pin",
    },
    "run": {
        "warning_count": 26,
        "max_cap_violations": 0,
    },
}
## area by class of cell
type,count,area (sq um)
Fill cell,411,3110
Multi-Input combinational cell,8,37.5
Timing Repair Buffer,11,95.1
Sequential cell,3,75.1
Tap cell,46,57.6
Inverter,3,11.3
Clock buffer,4,26.3
## through the flow
| step | power [mW] | utilization (%) | worst slack, ps |
|---|---|---|---|
| global route | 0.434 | 8.86 | 76.2 |
| detailed placement | 0.193 | 8.53 | -87.5 |
| floorplan | 0.142 | - | 465 |
| CTS | 0.412 | 9.30 | 21.1 |
| finish | 0.396 | 8.86 | 117 |
| global placement | 0.190 | 8.53 | -89.3 |
## metal layers
metal	global-route usage, %	vias to the layer above	share of wire (%)
li1	-	74	-
met1	1.80	73	38
met2	2.33	10	38
met3	3.30	0	24
met4	0.352	0	0
met5	0	-	0
## placed cells by master, fill, tap and decap left out
| master | netlist | layout |
|---|---|---|
| a21oi_1 | 2 | 2 |
| clkbuf_1 | 0 | 1 |
| clkbuf_2 | 0 | 3 |
| clkbuf_4 | 0 | 3 |
| clkdlybuf4s50_1 | 0 | 8 |
| clkinv_1 | 1 | 1 |
| dfrtp_1 | 3 | 3 |
| inv_1 | 2 | 2 |
| nand2_1 | 2 | 2 |
| nor2_1 | 2 | 2 |
| o21ai_0 | 1 | 1 |
| o31ai_1 | 1 | 1 |
## cells by family (layout without fill, tap and decap cells)
kind of cell           after synthesis  count (layout)  share of synthesized area (%)
and+or+nand+nor                      4               4                           12.1
buffers and inverters                3              18                           9.09
DFF                                  3               3                           60.6
AOI/OAI and AO/OA                    4               4                           18.2
## report_power, final
| part | switching [mW] | total (mW) | internal (mW) |
|---|---|---|---|
| sequential | 0.00185 | 0.130 | 0.128 |
| clock | 0.0626 | 0.212 | 0.150 |
| combinational | 0.0179 | 0.0543 | 0.0365 |
| total | 0.0823 | 0.396 | 0.314 |
## cells in the mapped netlist
cell type,instances,area [sq um]
dfrtp_1,3,75.1
a21oi_1,2,10.0
inv_1,2,7.51
nand2_1,2,7.51
nor2_1,2,7.51
clkinv_1,1,3.75
o21ai_0,1,5.00
o31ai_1,1,7.51
## how the worst min path moves through the flow
stage / from / to / slack [ps] / cells after the start
final: rst / out[2] / 140 / 2
after global routing: rst / out[0] / 140 / 2
after CTS: rst / out[2] / 140 / 2
## timing repair
item,in CTS,in global routing
resized,6,3
hold buffers,0,0
endpoints found under the setup margin,3,3
Power and IR drop assume default switching activity.
