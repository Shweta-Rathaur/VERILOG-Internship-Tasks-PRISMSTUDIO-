File: ./run.sh
#!/bin/bash
# OpenROAD 26Q1-2900-gdf79404cd8, Yosys 0.63+post, stock flow scripts
make -C /OpenROAD-flow-scripts/flow DESIGN_CONFIG=/design/flow/config.mk WORK_HOME=/design/flow/orfs finish
File: ./config.mk
export PLATFORM = sky130hd
export DESIGN_NAME = Mealey_traffic
export DESIGN_NICKNAME = Mealey_traffic
export VERILOG_FILES = /design/flow/design.v
export SDC_FILE = /design/flow/constraint.sdc
export NUM_CORES = 4
export LEC_CHECK = 1
export CORE_AREA = 10 10 70 70
export DIE_AREA = 0 0 80 80
File: ./constraint.sdc
current_design Mealey_traffic

set clk_period 1.9
set clk_io_pct 0.2

create_clock -name clk0 -period $clk_period [get_ports {clock}]

set non_clock_inputs [all_inputs -no_clocks]
set_input_delay [expr $clk_period * $clk_io_pct] -clock clk0 $non_clock_inputs
set_output_delay [expr $clk_period * $clk_io_pct] -clock clk0 [all_outputs]
File: ./design.v
`timescale 1ns / 1ps
module Mealey_traffic(
 input clock,
 input reset,
 output reg [1:0] Highway,
 output reg [1:0] Cityroad,
 input [2:0] carCount
     );
  parameter [1:0]
   red = 2'b00,
   yellow = 2'b01,
   green = 2'b10;
  parameter [1:0]
   HG_CR = 2'b00,
   HY_CR = 2'b01,
   HR_CG = 2'b10,
   HR_CY = 2'b11;
   reg [1:0] curr_state;
   reg [1:0] next_state;
   reg [1:0] yellowCount;
   reg [3:0] cityGreen;
   always @(*)
    begin
     case(curr_state)
      HG_CR : begin
               Highway = green;
               Cityroad = red;
              end
      HY_CR : begin
               Highway = yellow;
               Cityroad = red;
              end
      HR_CG : begin
               Highway = red;
               Cityroad = green;
              end
      HR_CY : begin
               Highway = red;
               Cityroad = yellow;
              end
      default : begin
                 Highway = green;
                 Cityroad = red;
                end
     endcase
    end
    always @(*)
     begin
      case(curr_state)
       HG_CR : begin
                next_state = (carCount==5) ? HY_CR : HG_CR;
               end
       HY_CR : begin
                if(yellowCount==2)
                  next_state = HR_CG;
                else
                 next_state = HY_CR;
               end
       HR_CG : begin
                if(cityGreen==10)
                  next_state = HR_CY;
                else
                 next_state = HR_CG;
               end
       HR_CY : begin
                if(yellowCount==2)
                  next_state = HG_CR;
                else
                 next_state = HR_CY;
               end
       default : begin
                  next_state = HG_CR;
                 end
      endcase
     end
    always @(posedge clock or posedge reset)
     begin
      if(reset)
       begin
        yellowCount <= 0;
        cityGreen <= 0;
        curr_state <= HG_CR;
       end 
      else
       begin
       curr_state <= next_state;
         if(curr_state == HY_CR   ||  curr_state == HR_CY)
          begin
          if(yellowCount == 2)
            yellowCount <= 0;
          else
           yellowCount <= yellowCount + 1;
          end
         else 
          yellowCount <= 0;
         if(curr_state == HR_CG)
          begin
           if(cityGreen == 10 )
            cityGreen <= 0;
           else
           cityGreen <= cityGreen + 1;
          end
         else
          cityGreen <= 0;
       end
     end
endmodule
==> impl_metrics.yaml <==
# yosys + openroad results
clock_tree:
  postCtsHoldBufs: 0
  cts_buffers: 3
  cts_root_buf: "clkbuf_4"
  cts.path.max_buffers: 2
  clock_latency_ps: 260
  cts_setup_buffers: 0
  clk_pin_slew_ps: 60
  h-tree-depth: 1
  cts_tree: "yes"
  post_cts_resized: 0
  cts_sinks: 10
placement:
  place.port_buffers: 8
  globalplace.congestion: 0.7160
  placed_cells: 93
  hpwl_microns: 671
global_routing:
  grt_pass1_wl_microns: 1324
  grt_pass1_vias: 308
  antenna_found_initial: 1
  grt.overflow.total: 0
  grt_use_total_pct: 2.638
  grt_max_degree: 11
drt:
  via_per_inst: 3.127
  avgRoutedWirePerCell_microns: 8.137
  drc: 0
  drtIter0Drc: 42
  postRouteAntennaNets: 0
  finalWirelength_microns: 830
  vias: 319
  first_pass_iters: 4
logic_synthesis:
  synth_cell_types: 20
  synth-edff-count: 0
  synth_cells: 42
  yosysWarnings: 1
  ys_ff: 10
  synth_seq_share_pct: 56.15
  ys_cells: 42
  synthesis.area_sq_um: 447.9
  syn_avg_cell_area_sq_um: 10.67
  ff_type: "dfrtp_1"
  ys_chip_area_sq_um: 447.9
  synthArstFlopShare_pct: 100.0
critical_path:
  critPathCaptureType: "output port"
  crit_type: "reg2out"
  crit_path_max_incr_delay_ps: 480
  cp.required_ps: 1520
  critical-path-top-delay-family: "buffers and inverters"
  slowest_stage: "clkdlybuf4s50_1"
  crit_path_start_kind: "register"
  crit_chain: "nor3_1 > clkdlybuf4s50_1"
  path_buffers: 1
  critPathMaxFanout: 5
  worst_ep_arrival_time_ps: 1360
sta:
  slew_viol_final: 0
  clock_skew_ps: 7.073
  tightest_slew_ps: 365.8
  relSlewSlack_pct: 75.58
  fin_crit_sh_pct: 91.37
  hold_viol: 0
  setup_tns_ps: 0
  max_freq_mhz: 576.1
  finalCriticalPeriod_ps: 1736
  rsz0062_at_grt: "no"
  setup_violations: 0
layout:
  lay_top_count: "dfrtp_1"
  fin_cells: 102
  final_core_util_pct: 17.95
  final_layout_top_logic_cells: "dfrtp_1, clkdlybuf4s50_1, nor2_1, nand2_1"
  area_growth_syn_to_layout_pct: 36.87
  layout-drive-gt1-share_pct: 13.73
power_and_ir_drop:
  sw_frac_of_total_pct: 28.63
  seqPwrFrac_pct: 49.6
  ir_drop_mv: 0.1794
  power_frac_comb_pct: 27.2
  p_int_mw: 0.4542
  power.density_nw_per_um2: 1038
  p_leak_nw: 0.2614
  pwr-share-clk_pct: 23.2
  p_sw_mw: 0.1822
run:
  drv_cap: 0
  tool_warnings: 26
floorplan:
  dieHeight_microns: 80
  die_area_sq_um: 6400
  core_area_sq_um: 3416
  io_pins: 9
  fp.dieW_microns: 80
  fp_util_pct: 13.11
  num_rows: 21
run_status:
  status: "finished, final reports clean"
worst_hold_path:
  hold_class: "in2async"
[synth_stat cells (2+ instances only)]
master	count	area [sq um]
nor2_1	4	15.01
dfrtp_1	9	225.2
clkbuf_1	3	11.26
ha_1	2	25.02
nor3_1	2	10.01
nor2b_1	2	12.51
inv_1	3	11.26
nor3b_1	2	15.01
nand2_1	4	15.01
[power by group through the flow]
| stage | combinational [mW] | clock (mW) | sequential, mW |
|---|---|---|---|
| finish | 0.173 | 0.148 | 0.316 |
| global route | 0.197 | 0.168 | 0.326 |
| CTS | 0.176 | 0.154 | 0.316 |
[flip-flops by register name, indices dropped and copies added, names as in the netlist]
register and flops:
cityGreen 4, curr_state 4, yellowCount 2
[layout make-up]
| class | instances | area [sq um] |
|---|---|---|
| fillers | 379 | 2803 |
| well taps | 46 | 57.56 |
| inverters | 3 | 11.26 |
| repair buffers | 8 | 80.08 |
| clock buffers | 4 | 26.28 |
| multi-input cells | 26 | 173.9 |
| flip-flops and latches | 10 | 251.5 |
| diodes | 5 | 12.51 |
[through the flow]
| stage | total power, mW | instance area (sq um) | hold WS (ps) | setup slack [ps] |
|---|---|---|---|---|
| 2_1_floorplan | 0.4022 | 447.9 | 219.5 | 850.3 |
| 3_3_place_gp | 0.4821 | 574.3 | 448.4 | 447.9 |
| 3_5_place_dp | 0.4941 | 574.3 | 473.0 | 427.2 |
| 4_1_cts | 0.6455 | 600.6 | 394.5 | 137.2 |
| 5_1_grt | 0.6909 | 613.1 | 418.7 | 53.74 |
| 6_report | 0.6365 | 613.1 | 384.2 | 164.1 |
[logic make-up after synthesis]
family	share of synthesized area, %
AOI/OAI and AO/OA	9.776
xor gates and xnor gates	1.956
adders and majority gates	5.586
buffers and inverters	5.028
DFF	56.15
and+or+nand+nor	21.51
[routing by layer]
layer / wire length [microns] / global-route usage (%)
met5: 0 / 0
met4: 0 / 0.5282
met3: 122 / 2.273
met2: 342 / 3.612
met1: 364 / 3.063
[path summary, 6_finish.rpt]
check                           slack [ps]           start        endpoint  cells after the start
worst max-delay path                   160   curr_state[3]      Highway[1]                      2
worst min-delay path                   380           reset    cityGreen[0]                      2
worst max register to register         760    cityGreen[0]    cityGreen[3]                      4
worst min register to register         480  yellowCount[0]  yellowCount[0]                      1
max in group asynchronous             1200           reset   curr_state[0]                      2
min in group clk0                      480  yellowCount[0]  yellowCount[0]                      1
Power is estimated from default activity; no workload was simulated.
